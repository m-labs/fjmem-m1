<file path="./config.mk">
export PLATFORM = sky130hd
export DESIGN_NAME = fjmem_core
export DESIGN_NICKNAME = fjmem_core
export VERILOG_FILES = /design/flow/design.v
export SDC_FILE = /design/flow/constraint.sdc
export NUM_CORES = 4
export LEC_CHECK = 1
export CORE_UTILIZATION = 50
</file>
<file path="./constraint.sdc">
current_design fjmem_core

set clk_period 4.6
set clk_io_pct 0.2

create_clock -name clk0 -period $clk_period [get_ports {jtag_tck}]
create_clock -name clk1 -period $clk_period [get_ports {jtag_update}]
create_clock -name clk2 -period $clk_period [get_ports {sys_clk}]

set non_clock_inputs [all_inputs -no_clocks]
set_input_delay [expr $clk_period * $clk_io_pct] -clock clk0 $non_clock_inputs
set_output_delay [expr $clk_period * $clk_io_pct] -clock clk0 [all_outputs]
</file>
<file path="./design.v">
module fjmem_core #(
	parameter adr_width = 24,
	parameter timing = 4'd6
) (
	input sys_clk,
	input sys_rst,
	input jtag_tck,
	input jtag_rst,
	input jtag_update,
	input jtag_shift,
	input jtag_tdi,
	output jtag_tdo,
	output [adr_width-1:0] flash_adr,
	inout [15:0] flash_d,
	output reg flash_oe_n,
	output reg flash_we_n,
	output fjmem_update
);
parameter INSTR_IDLE   = 3'b000;
parameter INSTR_DETECT = 3'b111;
parameter INSTR_QUERY  = 3'b110;
parameter INSTR_READ   = 3'b001;
parameter INSTR_WRITE  = 3'b010;
parameter aw = adr_width;
parameter sw = aw+21;
reg [sw-1:0] shift_r;
assign jtag_tdo = shift_r[0];
assign read = (instr == INSTR_READ);
assign write = (instr == INSTR_WRITE);
always @(posedge jtag_tck or posedge jtag_rst)
begin
	if (jtag_rst) begin
		shift_r <= {(sw){1'b0}};
	end
	else if (jtag_shift) begin
		shift_r[sw-1:0] <= { jtag_tdi, shift_r[sw-1:1] };
	end
	else begin
		shift_r[2:0] <= instr;
		case (instr)
			INSTR_READ:
			begin
				shift_r[3] <= ack_q;
				shift_r[aw+20:aw+5] <= din;
			end
			INSTR_WRITE:
			begin
			end
			INSTR_IDLE:
			begin
				shift_r <= {(sw){1'b0}};
			end
			INSTR_DETECT:
			begin
				shift_r[4]           <= 1'b1;
				shift_r[aw+4:5]      <= {(aw){1'b0}};
				shift_r[aw+20:aw+5]  <= 16'b1111111111111111;
			end
			INSTR_QUERY:
			begin
				if (~block) begin
					shift_r[aw+4:5]      <= {(aw){1'b1}};
					shift_r[aw+20:aw+5]  <= 16'b1111111111111111;
				end
				else begin
					shift_r[sw-1:3] <= {(sw-3){1'b0}};
				end
			end
			default:
				shift_r[sw-1:3] <= {(sw-3){1'bx}};
		endcase
	end
end
reg [2:0] instr;
reg block;
reg [aw-1:0] addr;
reg [15:0] dout;
reg strobe_toggle;
assign flash_d = (flash_oe_n) ? dout : 16'bz;
assign flash_adr = addr;
always @(posedge jtag_update or posedge jtag_rst)
begin
	if (jtag_rst) begin
		instr <= INSTR_IDLE;
		block <= 1'b0;
		addr <= {(aw){1'b0}};
		dout <= 16'h0000;
		strobe_toggle <= 1'b0;
	end
	else begin
		instr <= shift_r[2:0];
		block <= shift_r[4];
		addr <= shift_r[aw+4:5];
		dout <= shift_r[aw+20:aw+5];
		strobe_toggle <= ~strobe_toggle;
	end
end
wire strobe;
reg strobe_q;
reg strobe_qq;
reg strobe_qqq;
assign strobe = strobe_qq ^ strobe_qqq;
always @(posedge sys_clk)
begin
	if (sys_rst) begin
		strobe_q   <= 1'b0;
		strobe_qq  <= 1'b0;
		strobe_qqq <= 1'b0;
	end
	else begin
		strobe_q   <= strobe_toggle;
		strobe_qq  <= strobe_q;
		strobe_qqq <= strobe_qq;
	end
end
reg [3:0] counter;
reg counter_en;
wire counter_done = (counter == timing);
always @(posedge sys_clk)
begin
	if (sys_rst)
		counter <= 4'd0;
	else begin
		if (counter_en & ~counter_done)
			counter <= counter + 4'd1;
		else
			counter <= 4'd0;
	end
end
reg ack_q;
always @(posedge sys_clk)
begin
	if (sys_rst)
		ack_q <= 1'b0;
	else
		ack_q <= ack;
end
parameter IDLE    = 2'd0;
parameter DELAYRD = 2'd1;
parameter DELAYWR = 2'd2;
parameter RD      = 2'd3;
reg [15:0] din;
reg [1:0] state;
reg ack;
always @(posedge sys_clk)
begin
	if (sys_rst) begin
		flash_oe_n <= 1'b1;
		flash_we_n <= 1'b1;
		ack <= 1'b0;
		din <= 16'h0000;
		state <= IDLE;
	end
	else begin
		flash_oe_n <= 1'b1;
		flash_we_n <= 1'b1;
		counter_en <= 1'b0;
		case (state)
			IDLE: begin
				ack <= 1;
				if (strobe)
					if (read)
						state <= DELAYRD;
					else if (write)
						state <= DELAYWR;
			end
			DELAYRD: begin
				ack <= 0;
				flash_oe_n <= 1'b0;
				counter_en <= 1'b1;
				if (counter_done)
					state <= RD;
			end
			DELAYWR: begin
				flash_we_n <= 1'b0;
				counter_en <= 1'b1;
				if (counter_done)
					state <= IDLE;
			end
			RD: begin
				counter_en <= 1'b0;
				din <= flash_d;
				state <= IDLE;
			end
		endcase
	end
end
assign fjmem_update = strobe_toggle;
endmodule
</file>
<file path="./run.sh">
#!/bin/bash
# OpenROAD 26Q1-2900-gdf79404cd8, Yosys 0.63+post, stock flow scripts
make -C /OpenROAD-flow-scripts/flow DESIGN_CONFIG=/design/flow/config.mk WORK_HOME=/design/flow/orfs finish
</file>
==> run notes <==
The run stopped with a tool error. Halt point of the flow: clock tree synthesis. The tool reported: "[error] [KeplerFormal.cpp:679] Workflow failed: Iso has multiple drivers: .flash_d0, flash_d[0]$_DFF_PP0_.Q0". Height of the chip: 95.0 µm. Number of enable flip-flop cells: 1. Per the synthesis report, the dominant area consumer among library cells is sky130_fd_sc_hd__dfrtp_1.

Buffers placed on the I/O ports in this run total 32. For this run, asynchronously set or reset flops after synthesis account for 73.8%. In this run, distinct cell masters in the synthesized netlist total 45.

The number of core rows came out at 33. The HPWL after detailed placement is 4680 µm. The synthesis-stage register bit count was 122. The report puts the hold buffer count at CTS at 0. Per the OpenROAD floorplan log, the width of the die is 95.0 µm.

After clock tree synthesis, the setup repair step added 0 buffers. 51 I/O pins were placed. The tools report the worst setup slack after placement as 1500 ps. Number of gates resized after CTS: 0. The synthesized netlist has a Yosys-reported chip area of 4320 µm². Most frequent cell after synthesis: sky130_fd_sc_hd__dfrtp_1.

For this design, Yosys synthesis ends with a cell count of 344. The run gives 0.778 for the last weighted congestion value of the routability-driven placer. The number of standard cells after synthesis is 344, and the summed instance area of the synthesized netlist is 4320 µm². Before placement the cells fill 52.1% of the core. The clock sink count is 122.

By count the netlist is led by sky130_fd_sc_hd__dfrtp_1 (90), sky130_fd_sc_hd__nor2_1 (39), sky130_fd_sc_hd__nand2_1 (32). Yosys printed 4 warnings. In the post-synthesis netlist, the biggest area contributors are sky130_fd_sc_hd__dfrtp_1 (52%), sky130_fd_sc_hd__dfxtp_1 (14%), sky130_fd_sc_hd__a2bb2oi_2 (3.8%). The dominant register cell in the synthesized netlist was sky130_fd_sc_hd__dfrtp_1. Mean post-synth cell area: 12.6 µm². The portion of the post-synthesis area used by sequential elements came out at 67.1%. After synthesis, the largest area contributor takes up 52.1% of total cell area.
[metrics by stage]
| step | hold WS, ps | util (%) | instances | cell area, µm² | total power [µW] |
|---|---|---|---|---|---|
| after floorplan | 331 | - | 344 | 4320 | 1880 |
| after global placement | 356 | 56.6 | 465 | 4690 | 2130 |
| after detailed placement | 360 | 56.6 | 465 | 4690 | 2130 |
[kinds of logic after synthesis]
logic type | count (synthesis) | synth area share [%]
flops | 122 | 67.1
simple gates | 100 | 10.5
compound gates | 69 | 13.1
buf+inv | 29 | 3.42
mux | 18 | 4.23
xor+xnor | 4 | 0.984
fa+ha+maj | 2 | 0.579
Power figures rest on the tool's default switching activity, not on a simulated workload.
